==> flow/design.v <==
`timescale 1ns / 1ps
module MITCH_TRUNC_W8(
    input [15:0] x,
    input [15:0] y,
    output [31:0] p
    );
	wire [15:0] x_abs;
	wire [15:0] y_abs;
	assign x_abs = x ^ {16{x[15]}};
	assign y_abs = y ^ {16{y[15]}};
	wire [15:0] kx;
	wire zero_x;
	wire [3:0] code_x;
	LOD16 LODx (
		.data_i(x_abs),
		.zero_o(zero_x),
		.data_o(kx)
	 ); 
	PriorityEncoder_16 PEx (
		.data_i(kx),
		.code_o(code_x)
	 ); 
	wire [15:0] ky;
	wire zero_y;
	wire [3:0] code_y;
	LOD16 LODy (
		.data_i(y_abs),
		.zero_o(zero_y),
		.data_o(ky)
	 ); 
	PriorityEncoder_16 PEy (
			.data_i(ky),
			.code_o(code_y)
		 ); 
	wire [3:0] code_x_inv;
	wire [15:0] barrel_x;
	assign code_x_inv = ~code_x;
	Barrel16L BShiftx (
		.data_i(x_abs),
		.shift_i(code_x_inv),
		.data_o(barrel_x)
 	 ); 
	wire [3:0] code_y_inv;
	wire [15:0] barrel_y;
	assign code_y_inv = ~code_y;
	Barrel16L BShifty (
		.data_i(y_abs),
		.shift_i(code_y_inv),
		.data_o(barrel_y)
 	 );
	wire [11:0] op1;
	wire [11:0] op2;
	wire [11:0] L;
	assign op1 = {1'b0,code_x,barrel_x[14:8]};
	assign op2 = {1'b0,code_y,barrel_y[14:8]};
	assign L = op1 + op2;
	wire [31:0] tmp_out; 
	AntiLog_W8 anti_log(
		.data_i(L),
		.data_o(tmp_out)
	);
	wire prod_sign; 
	wire [31:0] tmp_sign;
	assign prod_sign = x[15] ^ y[15];
	assign tmp_sign = {32{prod_sign}} ^ tmp_out;
	wire not_zero;
	assign not_zero = (~zero_x | x[15] | x[0]) & (~zero_y | y[15] | y[0]);
	assign p = not_zero ? tmp_sign : 32'b0;
endmodule
module AntiLog_W8(
	input [11:0] data_i,
	output [31:0] data_o
	);
	wire [23:0] l1_in;
	wire [23:0] l1_out;
	assign l1_in = {16'b0,1'b1,data_i[6:0]};
	wire [4:0] tmp_l1_enc;
	wire [4:0] l1_enc;
	assign tmp_l1_enc = {1'b0,data_i[10:7]};
	carry_lookahead_inc INC_INST(
	        .i_add1(tmp_l1_enc),
	        .o_result(l1_enc)
	        );
	Barrel24L L1shift (
		.data_i(l1_in),
		.shift_i(l1_enc),
		.data_o(l1_out)
 	 );
	wire [7:0] r_in;
	wire [7:0] r_out;
	wire [2:0] enc;
	assign enc = ~data_i[10:8];
	assign r_in = {1'b1,data_i[6:0]};
	Barrel8R Rshift (
		.data_i(r_in),
		.shift_i(enc),
		.data_o(r_out)
 	 );
	wire lr;
	wire [15:0] out_msb;
	assign lr = data_i[11];
	assign out_msb = {16{lr}} & l1_out[23:8];
	wire [7:0] out_lsb;
	assign out_lsb = lr ? l1_out[7:0] : r_out[7:0];
	assign data_o = {out_msb,out_lsb,8'b0};
endmodule
module PriorityEncoder_16_old(
    input [15:0] data_i,
    output reg [3:0] code_o
    );
	always @*
		case (data_i)
	     16'b0000000000000001 : code_o = 4'b0000;
         16'b0000000000000010 : code_o = 4'b0001;
         16'b0000000000000100 : code_o = 4'b0010;
         16'b0000000000001000 : code_o = 4'b0011;
         16'b0000000000010000 : code_o = 4'b0100;
         16'b0000000000100000 : code_o = 4'b0101;
         16'b0000000001000000 : code_o = 4'b0110;
         16'b0000000010000000 : code_o = 4'b0111;
		 16'b0000000100000000 : code_o = 4'b1000;
         16'b0000001000000000 : code_o = 4'b1001;
         16'b0000010000000000 : code_o = 4'b1010;
         16'b0000100000000000 : code_o = 4'b1011;
         16'b0001000000000000 : code_o = 4'b1100;
         16'b0010000000000000 : code_o = 4'b1101;
         16'b0100000000000000 : code_o = 4'b1110;
         16'b1000000000000000 : code_o = 4'b1111;
			default     : code_o = 4'b0000;
		endcase
endmodule
module PriorityEncoder_16(
    input [15:0] data_i,
    output [3:0] code_o
    );
    wire [7:0] tmp0;
    assign tmp0 = {data_i[15],data_i[13],data_i[11],data_i[9],data_i[7],data_i[5],data_i[3],data_i[1]};
    OR_tree code0(tmp0,code_o[0]);
    wire [7:0] tmp1;
    assign tmp1 = {data_i[15],data_i[14],data_i[11],data_i[10],data_i[7],data_i[6],data_i[3],data_i[2]};
    OR_tree code1(tmp1,code_o[1]);
    wire [7:0] tmp2;
    assign tmp2 = {data_i[15],data_i[14],data_i[13],data_i[12],data_i[7],data_i[6],data_i[5],data_i[4]};
    OR_tree code2(tmp2,code_o[2]);
    wire [7:0] tmp3;
    assign tmp3 = {data_i[15],data_i[14],data_i[13],data_i[12],data_i[11],data_i[10],data_i[9],data_i[8]};
    OR_tree code3(tmp3,code_o[3]);
endmodule
module OR_tree(
    input [7:0] data_i,
    output data_o
    );
    wire [3:0] tmp1;
    wire [1:0] tmp2;
    assign tmp1 = data_i[3:0] | data_i[7:4];
    assign tmp2 = tmp1[1:0] | tmp1[3:2];
    assign data_o = tmp2[0] | tmp2[1];
endmodule
module LOD4(
    input [3:0] data_i,
    output [3:0] data_o
    );
	 wire mux0;
	 wire mux1;
	 wire mux2;
	 assign mux2 = (data_i[3]==1) ? 1'b0 : 1'b1;
	 assign mux1 = (data_i[2]==1) ? 1'b0 : mux2;
	 assign mux0 = (data_i[1]==1) ? 1'b0 : mux1;
	 assign data_o[3] = data_i[3];
	 assign data_o[2] =(mux2 & data_i[2]);
	 assign data_o[1] =(mux1 & data_i[1]);
	 assign data_o[0] =(mux0 & data_i[0]);
endmodule
module Muxes2in1Array4(
    input [3:0] data_i,
    input select_i,
    output [3:0] data_o
    );
	assign data_o[3] = select_i ? data_i[3] : 1'b0;
	assign data_o[2] = select_i ? data_i[2] : 1'b0;
	assign data_o[1] = select_i ? data_i[1] : 1'b0;
	assign data_o[0] = select_i ? data_i[0] : 1'b0;
endmodule
module LOD16(
    input [15:0] data_i,
    output zero_o,
    output [15:0] data_o
    );
	 wire [15:0] z;
	 wire [3:0] select;
	 wire [3:0] zdet;
	 assign zdet[3] = data_i[15] | data_i[14] | data_i[13] | data_i[12];
	 assign zdet[2] = data_i[11] | data_i[10] | data_i[9] | data_i[8];
	 assign zdet[1] = data_i[7] | data_i[6] | data_i[5] | data_i[4];
	 assign zdet[0] = data_i[3] | data_i[2] | data_i[1] | data_i[0];
	 assign zero_o = ~(zdet[3] | zdet[2] | zdet[1] | zdet[0]);
	 LOD4 lod4_3 (
		.data_i(data_i[15:12]), 
		.data_o(z[15:12])
	 );
	 LOD4 lod4_2 (
		.data_i(data_i[11:8]), 
		.data_o(z[11:8])
	 );
	 LOD4 lod4_1 (
		.data_i(data_i[7:4]), 
		.data_o(z[7:4])
	 );
	 LOD4 lod4_0 (
		.data_i(data_i[3:0]), 
		.data_o(z[3:0])
	 );
	 LOD4 lod4_middle (
		.data_i(zdet), 
		.data_o(select)
	 );
	 Muxes2in1Array4 Inst_MUX214_3 (
		.data_i(z[15:12]), 
		.select_i(select[3]), 
		.data_o(data_o[15:12])
    );
	 Muxes2in1Array4 Inst_MUX214_2 (
		.data_i(z[11:8]), 
		.select_i(select[2]), 
		.data_o(data_o[11:8])
    );
	 Muxes2in1Array4 Inst_MUX214_1 (
		.data_i(z[7:4]), 
		.select_i(select[1]), 
		.data_o(data_o[7:4])
    );
	 Muxes2in1Array4 Inst_MUX214_0 (
		.data_i(z[3:0]), 
		.select_i(select[0]), 
		.data_o(data_o[3:0])
    );
endmodule
module Barrel16L(
    input [15:0] data_i,
    input [3:0] shift_i,
    output reg [15:0] data_o
    );
   always @*
      case (shift_i)
         4'b0000: data_o = data_i;
         4'b0001: data_o = data_i << 1;
         4'b0010: data_o = data_i << 2;
         4'b0011: data_o = data_i << 3;
         4'b0100: data_o = data_i << 4;
         4'b0101: data_o = data_i << 5;
         4'b0110: data_o = data_i << 6;
         4'b0111: data_o = data_i << 7;
         4'b1000: data_o = data_i << 8;
         4'b1001: data_o = data_i << 9;
         4'b1010: data_o = data_i << 10;
         4'b1011: data_o = data_i << 11;
         4'b1100: data_o = data_i << 12;
         4'b1101: data_o = data_i << 13;
         4'b1110: data_o = data_i << 14;
         default: data_o = data_i << 15;
      endcase
endmodule
module Barrel8R(
    input [7:0] data_i,
    input [2:0] shift_i,
    output reg [7:0] data_o
    );
   always @*
      case (shift_i)
         3'b0000: data_o = data_i;
         3'b0001: data_o = data_i >> 1;
         3'b0010: data_o = data_i >> 2;
         3'b0011: data_o = data_i >> 3;
         3'b0100: data_o = data_i >> 4;
         3'b0101: data_o = data_i >> 5;
         3'b0110: data_o = data_i >> 6;
         default: data_o = data_i << 7;
      endcase
endmodule
module Barrel24L(
    input [23:0] data_i,
    input [4:0] shift_i,
    output reg [23:0] data_o
    );
   always @*
      case (shift_i)
         5'b00000: data_o = data_i;
         5'b00001: data_o = data_i << 1;
         5'b00010: data_o = data_i << 2;
         5'b00011: data_o = data_i << 3;
         5'b00100: data_o = data_i << 4;
         5'b00101: data_o = data_i << 5;
         5'b00110: data_o = data_i << 6;
         5'b00111: data_o = data_i << 7;
         5'b01000: data_o = data_i << 8;
         5'b01001: data_o = data_i << 9;
         5'b01010: data_o = data_i << 10;
         5'b01011: data_o = data_i << 11;
         5'b01100: data_o = data_i << 12;
         5'b01101: data_o = data_i << 13;
         5'b01110: data_o = data_i << 14;
         5'b01111: data_o = data_i << 15;
         default:  data_o = data_i << 16;
      endcase
endmodule
module carry_lookahead_inc
  (
   input [4:0] i_add1,
   output [4:0]  o_result
   );
  wire [5:0]     w_C;
  wire [4:0]   w_SUM;
  genvar  ii;
  generate 
    for (ii=0; ii<5; ii=ii+1) 
      begin: oncetold
         assign w_SUM[ii] = i_add1[ii] ^ w_C[ii];
      end
  endgenerate
  genvar jj;
  generate
    for (jj=0; jj<5; jj=jj+1) 
      begin : somebody
        assign w_C[jj+1] = (i_add1[jj] & w_C[jj]);
      end
  endgenerate
  assign w_C[0] = 1'b1;  
  assign o_result =  w_SUM;    
endmodule  
==> flow/run.sh <==
#!/bin/bash
# OpenROAD 26Q1-2900-gdf79404cd8, Yosys 0.63+post, stock flow scripts
make -C /OpenROAD-flow-scripts/flow DESIGN_CONFIG=/design/flow/config.mk WORK_HOME=/design/flow/orfs finish
==> flow/config.mk <==
export PLATFORM = sky130hd
export DESIGN_NAME = PriorityEncoder_16_old
export DESIGN_NICKNAME = PriorityEncoder_16_old
export VERILOG_FILES = /design/flow/design.v
export SDC_FILE = /design/flow/constraint.sdc
export NUM_CORES = 4
export LEC_CHECK = 1
export CORE_AREA = 10 10 70 70
export DIE_AREA = 0 0 80 80
==> flow/constraint.sdc <==
current_design PriorityEncoder_16_old

set clk_period 3.7
set clk_io_pct 0.2

create_clock -name clk0 -period $clk_period

set non_clock_inputs [all_inputs -no_clocks]
set_input_delay [expr $clk_period * $clk_io_pct] -clock clk0 $non_clock_inputs
set_output_delay [expr $clk_period * $clk_io_pct] -clock clk0 [all_outputs]
==> ci_impl_report.md <==
## Implementation flow summary

| Metric | Value |
|---|---|
| Buf/Inv on CP | `2` |
| Max cap viols | `0` |
| Startpoint Class | `input port` |
| Flops | `0` |
| Yosys cell types | `25` |
| Post-layout min period | `3610 ps` |
| Critical path fanouts, max | `3` |
| Synth Seq Share | `0` |
| Fmax | `277 MHz` |
| Max-slew violation count | `0` |
| Static Leak | `0.185 nW` |
| Via-to-Cell Ratio | `4.16` |
| Final wirelength | `roughly 1400 um` |
| Syn Inst Count | `55` |
| Cell type with the largest total area | `o21ai_0` |
| Tcrit/Tclk final | `0.975` |
| Fin cells | `125` |
| Crit end category | `output pin` |
| Area share, top type | `0.124` |
| DP HPWL | `1150 um` |
| Setup Buffers After CTS | `0` |
| Pwr/cell area | `77.7 nW/um^2` |
| HP Start | `data_i[0]` |
| Gr ovfl total | `0` |
| Top Layout Cells | `20 x clkdlybuf4s50_1, 9 x o21ai_0, 6 x nor2_1, 6 x buf_4, 5 x nor4b_1` |
| Yosys chip area | `363 um^2` |
| DIE AREA | `6400 um^2` |
| Synth-to-Final Area Change | `82.8%` |
| # clk buffers | `0` |
| Boundary Pins | `20` |
| First-pass GRT wire length | `2080 um` |
| WP data required | `a little under 3000 ps` |
| Design Power | `about 0.000052 W` |
| DRC errors left | `0` |
| Gr usage total | `0.0390` |
| RSZ-0062 raised after global routing | `no` |
| Setup CP Type | `in -> out` |
| CP arrival | `2870 ps` |
| Critical-path cell list | `clkdlybuf4s50_1, or4_4, or4_4, a31oi_2, clkdlybuf4s50_1` |
| Detailed Routing Iterations Pass 1 | `4` |
| Yosys cell count | `55` |
| Worst Hold End | `code_o[2]` |
| Tool warnings | `32` |
| Total negative setup slack | `0 ps` |
| Wire length per cell | `11.1 um` |
| Cell Rows | `21` |
| GPL Wtd Cong | `around 0.83` |
| # setup viols final | `0` |
| Max incr delay on CP | `570 ps` |
| Max VDD drop | `0.0203 mV` |
| Rel. slew slack | `0.723` |
| Ant diodes | `0` |
| Vias post-DR | `roughly 520` |
| Synth warnings | `1` |
| Die X | `80 um` |
| Final ANT Viol Nets | `0` |
| Worst path slowest cell | `or4_4` |
| Synth Cell Area | `363 um^2` |
| Pre-Place Util | `0.106` |
| Dpl ws | `93.5 ps` |
| Placed cells | `125` |
| Mapped Avg Cell Area | `6.60 um^2` |
| Pin slew with the least headroom to its limit | `405 ps` |
| Core Box Area | `about 3400 um^2` |
| Top cell excl fill/tap | `clkdlybuf4s50_1` |
| Vias in the first global route | `466` |
| Run status | `complete, no violations` |
| I/O Buffers | `20` |
| Die H | `around 80 um` |
| Layout cell share with drive strength beyond 1 | `0.152` |
| Top cells, area | `o21ai_0 12%, nor4b_1 12%, xor2_1 9.7%` |
| HP Class | `in -> out` |
| Flop area | `0 um^2` |
| CP delay by family, top | `simple AND/OR/NAND/NOR gates` |
| Final hold vios | `0` |
| Largest net degree at the start of global routing | `9` |
| Worst Hold Path Cells | `5` |
| Final Worst Setup Slack | `91.7 ps` |
| Initial antenna violation count | `0` |
| Initial drt markers | `27` |
Yosys cell counts:
cell,number
a211o_1,1
xnor2_1,1
o21ai_0,9
nand2b_1,2
a22o_1,1
o22a_1,1
nand2_1,3
nor4_1,3
clkbuf_1,1
or4_4,2
nor2_1,6
buf_6,1
nand4b_1,1
nor3_1,2
nand3_1,2
or4b_2,2
o211ai_1,1
a21oi_1,2
o21ai_1,1
xor2_1,4
a2111oi_0,1
nand4_1,1
nor4b_1,5
o32ai_1,1
a31oi_1,1
layer usage:
metal | track usage | routed length (um) | share of wire | vias up
met3 | 0.0125 | 103 | 0.074 | 0
met5 | 0 | 0 | 0 | -
met1 | 0.0606 | 760 | 0.55 | 233
met2 | 0.0530 | 526 | 0.38 | 13
met4 | 0 | 0 | 0 | 0
li1 | - | - | - | 274
stage by stage:
stage	utilization	area, um^2	hold slack, ps
final	0.194	663	2560
after global routing	0.194	663	2600
after CTS	0.190	651	2580
after detailed placement	0.190	651	2580
after global placement	0.190	651	2570
after floorplan	-	363	1590
kinds of logic (layout without fill, tap and decap cells):
family,after synthesis,after routing,share of synthesized area
AND/OR/NAND/NOR,29,29,0.514
AND-OR/OR-AND,19,19,0.324
XOR/XNOR,5,5,0.121
buffers and inverters,2,26,0.0414
where the power goes:
part           internal (W)  leakage [nW]  switching [W]
Combinational     0.0000283         0.185      0.0000233
Clock                     0             0              0
Sequential                0             0              0
tightest hold or removal path, delay by kind of cell:
kind / cells / cell delay (ps)
buffers and inverters: 2 / 880
AND/OR/NAND/NOR: 2 / 160
AND-OR/OR-AND: 1 / 50
final cells by class:
cell class	instances	area [um^2]
repair buffers	26	245
well taps	46	57.6
fillers	391	2750
multi-input cells	53	360
worst max-delay path by stage:
| stage | from | endpoint | slack (ps) | cells after the start |
|---|---|---|---|---|
| global route | data_i[13] | code_o[3] | 9 | 5 |
| finish | data_i[13] | code_o[3] | 90 | 5 |
| CTS | data_i[13] | code_o[3] | 70 | 5 |
repair_timing:
| item | in CTS | in global routing |
|---|---|---|
| gates resized | 0 | 2 |
| hold buffers | 0 | 0 |
| hold endpoints to repair | 0 | 0 |
| setup endpoints to repair | 0 | 2 |
Power figures rest on the tool's default switching activity, not on a simulated workload.

==> ./design.v <==
`timescale 1ns / 1ps
module MITCH_TRUNC_W8(
    input [15:0] x,
    input [15:0] y,
    output [31:0] p
    );
	wire [15:0] x_abs;
	wire [15:0] y_abs;
	assign x_abs = x ^ {16{x[15]}};
	assign y_abs = y ^ {16{y[15]}};
	wire [15:0] kx;
	wire zero_x;
	wire [3:0] code_x;
	LOD16 LODx (
		.data_i(x_abs),
		.zero_o(zero_x),
		.data_o(kx)
	 ); 
	PriorityEncoder_16 PEx (
		.data_i(kx),
		.code_o(code_x)
	 ); 
	wire [15:0] ky;
	wire zero_y;
	wire [3:0] code_y;
	LOD16 LODy (
		.data_i(y_abs),
		.zero_o(zero_y),
		.data_o(ky)
	 ); 
	PriorityEncoder_16 PEy (
			.data_i(ky),
			.code_o(code_y)
		 ); 
	wire [3:0] code_x_inv;
	wire [15:0] barrel_x;
	assign code_x_inv = ~code_x;
	Barrel16L BShiftx (
		.data_i(x_abs),
		.shift_i(code_x_inv),
		.data_o(barrel_x)
 	 ); 
	wire [3:0] code_y_inv;
	wire [15:0] barrel_y;
	assign code_y_inv = ~code_y;
	Barrel16L BShifty (
		.data_i(y_abs),
		.shift_i(code_y_inv),
		.data_o(barrel_y)
 	 );
	wire [11:0] op1;
	wire [11:0] op2;
	wire [11:0] L;
	assign op1 = {1'b0,code_x,barrel_x[14:8]};
	assign op2 = {1'b0,code_y,barrel_y[14:8]};
	assign L = op1 + op2;
	wire [31:0] tmp_out; 
	AntiLog_W8 anti_log(
		.data_i(L),
		.data_o(tmp_out)
	);
	wire prod_sign; 
	wire [31:0] tmp_sign;
	assign prod_sign = x[15] ^ y[15];
	assign tmp_sign = {32{prod_sign}} ^ tmp_out;
	wire not_zero;
	assign not_zero = (~zero_x | x[15] | x[0]) & (~zero_y | y[15] | y[0]);
	assign p = not_zero ? tmp_sign : 32'b0;
endmodule
module AntiLog_W8(
	input [11:0] data_i,
	output [31:0] data_o
	);
	wire [23:0] l1_in;
	wire [23:0] l1_out;
	assign l1_in = {16'b0,1'b1,data_i[6:0]};
	wire [4:0] tmp_l1_enc;
	wire [4:0] l1_enc;
	assign tmp_l1_enc = {1'b0,data_i[10:7]};
	carry_lookahead_inc INC_INST(
	        .i_add1(tmp_l1_enc),
	        .o_result(l1_enc)
	        );
	Barrel24L L1shift (
		.data_i(l1_in),
		.shift_i(l1_enc),
		.data_o(l1_out)
 	 );
	wire [7:0] r_in;
	wire [7:0] r_out;
	wire [2:0] enc;
	assign enc = ~data_i[10:8];
	assign r_in = {1'b1,data_i[6:0]};
	Barrel8R Rshift (
		.data_i(r_in),
		.shift_i(enc),
		.data_o(r_out)
 	 );
	wire lr;
	wire [15:0] out_msb;
	assign lr = data_i[11];
	assign out_msb = {16{lr}} & l1_out[23:8];
	wire [7:0] out_lsb;
	assign out_lsb = lr ? l1_out[7:0] : r_out[7:0];
	assign data_o = {out_msb,out_lsb,8'b0};
endmodule
module PriorityEncoder_16_old(
    input [15:0] data_i,
    output reg [3:0] code_o
    );
	always @*
		case (data_i)
	     16'b0000000000000001 : code_o = 4'b0000;
         16'b0000000000000010 : code_o = 4'b0001;
         16'b0000000000000100 : code_o = 4'b0010;
         16'b0000000000001000 : code_o = 4'b0011;
         16'b0000000000010000 : code_o = 4'b0100;
         16'b0000000000100000 : code_o = 4'b0101;
         16'b0000000001000000 : code_o = 4'b0110;
         16'b0000000010000000 : code_o = 4'b0111;
		 16'b0000000100000000 : code_o = 4'b1000;
         16'b0000001000000000 : code_o = 4'b1001;
         16'b0000010000000000 : code_o = 4'b1010;
         16'b0000100000000000 : code_o = 4'b1011;
         16'b0001000000000000 : code_o = 4'b1100;
         16'b0010000000000000 : code_o = 4'b1101;
         16'b0100000000000000 : code_o = 4'b1110;
         16'b1000000000000000 : code_o = 4'b1111;
			default     : code_o = 4'b0000;
		endcase
endmodule
module PriorityEncoder_16(
    input [15:0] data_i,
    output [3:0] code_o
    );
    wire [7:0] tmp0;
    assign tmp0 = {data_i[15],data_i[13],data_i[11],data_i[9],data_i[7],data_i[5],data_i[3],data_i[1]};
    OR_tree code0(tmp0,code_o[0]);
    wire [7:0] tmp1;
    assign tmp1 = {data_i[15],data_i[14],data_i[11],data_i[10],data_i[7],data_i[6],data_i[3],data_i[2]};
    OR_tree code1(tmp1,code_o[1]);
    wire [7:0] tmp2;
    assign tmp2 = {data_i[15],data_i[14],data_i[13],data_i[12],data_i[7],data_i[6],data_i[5],data_i[4]};
    OR_tree code2(tmp2,code_o[2]);
    wire [7:0] tmp3;
    assign tmp3 = {data_i[15],data_i[14],data_i[13],data_i[12],data_i[11],data_i[10],data_i[9],data_i[8]};
    OR_tree code3(tmp3,code_o[3]);
endmodule
module OR_tree(
    input [7:0] data_i,
    output data_o
    );
    wire [3:0] tmp1;
    wire [1:0] tmp2;
    assign tmp1 = data_i[3:0] | data_i[7:4];
    assign tmp2 = tmp1[1:0] | tmp1[3:2];
    assign data_o = tmp2[0] | tmp2[1];
endmodule
module LOD4(
    input [3:0] data_i,
    output [3:0] data_o
    );
	 wire mux0;
	 wire mux1;
	 wire mux2;
	 assign mux2 = (data_i[3]==1) ? 1'b0 : 1'b1;
	 assign mux1 = (data_i[2]==1) ? 1'b0 : mux2;
	 assign mux0 = (data_i[1]==1) ? 1'b0 : mux1;
	 assign data_o[3] = data_i[3];
	 assign data_o[2] =(mux2 & data_i[2]);
	 assign data_o[1] =(mux1 & data_i[1]);
	 assign data_o[0] =(mux0 & data_i[0]);
endmodule
module Muxes2in1Array4(
    input [3:0] data_i,
    input select_i,
    output [3:0] data_o
    );
	assign data_o[3] = select_i ? data_i[3] : 1'b0;
	assign data_o[2] = select_i ? data_i[2] : 1'b0;
	assign data_o[1] = select_i ? data_i[1] : 1'b0;
	assign data_o[0] = select_i ? data_i[0] : 1'b0;
endmodule
module LOD16(
    input [15:0] data_i,
    output zero_o,
    output [15:0] data_o
    );
	 wire [15:0] z;
	 wire [3:0] select;
	 wire [3:0] zdet;
	 assign zdet[3] = data_i[15] | data_i[14] | data_i[13] | data_i[12];
	 assign zdet[2] = data_i[11] | data_i[10] | data_i[9] | data_i[8];
	 assign zdet[1] = data_i[7] | data_i[6] | data_i[5] | data_i[4];
	 assign zdet[0] = data_i[3] | data_i[2] | data_i[1] | data_i[0];
	 assign zero_o = ~(zdet[3] | zdet[2] | zdet[1] | zdet[0]);
	 LOD4 lod4_3 (
		.data_i(data_i[15:12]), 
		.data_o(z[15:12])
	 );
	 LOD4 lod4_2 (
		.data_i(data_i[11:8]), 
		.data_o(z[11:8])
	 );
	 LOD4 lod4_1 (
		.data_i(data_i[7:4]), 
		.data_o(z[7:4])
	 );
	 LOD4 lod4_0 (
		.data_i(data_i[3:0]), 
		.data_o(z[3:0])
	 );
	 LOD4 lod4_middle (
		.data_i(zdet), 
		.data_o(select)
	 );
	 Muxes2in1Array4 Inst_MUX214_3 (
		.data_i(z[15:12]), 
		.select_i(select[3]), 
		.data_o(data_o[15:12])
    );
	 Muxes2in1Array4 Inst_MUX214_2 (
		.data_i(z[11:8]), 
		.select_i(select[2]), 
		.data_o(data_o[11:8])
    );
	 Muxes2in1Array4 Inst_MUX214_1 (
		.data_i(z[7:4]), 
		.select_i(select[1]), 
		.data_o(data_o[7:4])
    );
	 Muxes2in1Array4 Inst_MUX214_0 (
		.data_i(z[3:0]), 
		.select_i(select[0]), 
		.data_o(data_o[3:0])
    );
endmodule
module Barrel16L(
    input [15:0] data_i,
    input [3:0] shift_i,
    output reg [15:0] data_o
    );
   always @*
      case (shift_i)
         4'b0000: data_o = data_i;
         4'b0001: data_o = data_i << 1;
         4'b0010: data_o = data_i << 2;
         4'b0011: data_o = data_i << 3;
         4'b0100: data_o = data_i << 4;
         4'b0101: data_o = data_i << 5;
         4'b0110: data_o = data_i << 6;
         4'b0111: data_o = data_i << 7;
         4'b1000: data_o = data_i << 8;
         4'b1001: data_o = data_i << 9;
         4'b1010: data_o = data_i << 10;
         4'b1011: data_o = data_i << 11;
         4'b1100: data_o = data_i << 12;
         4'b1101: data_o = data_i << 13;
         4'b1110: data_o = data_i << 14;
         default: data_o = data_i << 15;
      endcase
endmodule
module Barrel8R(
    input [7:0] data_i,
    input [2:0] shift_i,
    output reg [7:0] data_o
    );
   always @*
      case (shift_i)
         3'b0000: data_o = data_i;
         3'b0001: data_o = data_i >> 1;
         3'b0010: data_o = data_i >> 2;
         3'b0011: data_o = data_i >> 3;
         3'b0100: data_o = data_i >> 4;
         3'b0101: data_o = data_i >> 5;
         3'b0110: data_o = data_i >> 6;
         default: data_o = data_i << 7;
      endcase
endmodule
module Barrel24L(
    input [23:0] data_i,
    input [4:0] shift_i,
    output reg [23:0] data_o
    );
   always @*
      case (shift_i)
         5'b00000: data_o = data_i;
         5'b00001: data_o = data_i << 1;
         5'b00010: data_o = data_i << 2;
         5'b00011: data_o = data_i << 3;
         5'b00100: data_o = data_i << 4;
         5'b00101: data_o = data_i << 5;
         5'b00110: data_o = data_i << 6;
         5'b00111: data_o = data_i << 7;
         5'b01000: data_o = data_i << 8;
         5'b01001: data_o = data_i << 9;
         5'b01010: data_o = data_i << 10;
         5'b01011: data_o = data_i << 11;
         5'b01100: data_o = data_i << 12;
         5'b01101: data_o = data_i << 13;
         5'b01110: data_o = data_i << 14;
         5'b01111: data_o = data_i << 15;
         default:  data_o = data_i << 16;
      endcase
endmodule
module carry_lookahead_inc
  (
   input [4:0] i_add1,
   output [4:0]  o_result
   );
  wire [5:0]     w_C;
  wire [4:0]   w_SUM;
  genvar  ii;
  generate 
    for (ii=0; ii<5; ii=ii+1) 
      begin: oncetold
         assign w_SUM[ii] = i_add1[ii] ^ w_C[ii];
      end
  endgenerate
  genvar jj;
  generate
    for (jj=0; jj<5; jj=jj+1) 
      begin : somebody
        assign w_C[jj+1] = (i_add1[jj] & w_C[jj]);
      end
  endgenerate
  assign w_C[0] = 1'b1;  
  assign o_result =  w_SUM;    
endmodule  
`timescale 1ns / 10ps
module mult_top(
    input clk,
    input  [15:0] x,
    input  [15:0] y,
    output reg [31:0] p_out
    );
    wire [31:0] P_vec;
    reg [15:0] X_vec;
    reg [15:0] Y_vec;
    MITCH_TRUNC_W8 mult(X_vec,Y_vec,P_vec); 
    always @(posedge clk) 
    begin
        p_out = P_vec;
        X_vec = x;
        Y_vec = y;
    end
endmodule 
==> ./run.sh <==
#!/bin/bash
# OpenROAD 26Q1-2900-gdf79404cd8, Yosys 0.63+post, stock flow scripts
make -C /OpenROAD-flow-scripts/flow DESIGN_CONFIG=/design/flow/config.mk WORK_HOME=/design/flow/orfs finish
==> ./config.mk <==
export PLATFORM = sky130hd
export DESIGN_NAME = mult_top
export DESIGN_NICKNAME = mult_top
export VERILOG_FILES = /design/flow/design.v
export SDC_FILE = /design/flow/constraint.sdc
export NUM_CORES = 4
export LEC_CHECK = 1
export CORE_UTILIZATION = 40
==> ./constraint.sdc <==
current_design mult_top

set clk_period 12.0
set clk_io_pct 0.2

create_clock -name clk0 -period $clk_period [get_ports {clk}]

set non_clock_inputs [all_inputs -no_clocks]
set_input_delay [expr $clk_period * $clk_io_pct] -clock clk0 $non_clock_inputs
set_output_delay [expr $clk_period * $clk_io_pct] -clock clk0 [all_outputs]
==> deck_impl_summary.md <==
Synthesis and Place & Route Summary

Run status
  – Status: finished clean

Logic synthesis
  – Max-area cell share: ~17%
  – Post-synth area hogs: dfxtp_1, mux2i_1, o21ai_0
  – Yosys warnings: 4
  – Leading area contributor after synthesis: dfxtp_1
  – Registers, synthesis: between 50 and 60
  – Yosys Chip Area: between 6000 and 7000 um^2
  – Ys cells: approximately 930
  – Ys async rst share: 0%
  – Syn Inst Count: roughly 930
  – Cell variety after synth: 99
  – Syn Area/Cell: between 7 and 8 um^2
  – Dominant flop cell: dfxtp_1
  – Mapped Area: between 6000 and 7000 um^2
  – Post-synth EDFFs: 0
  – Seq/Total Area, Yosys: between 10% and 20%

Pwr
  – PD cells: between 150 and 200 nW/um^2
  – Power Total: around 1.2 mW
  – Lkg Pwr: 2.73 nW
  – VDD IR max: 0.0869 mV

Final timing
  – RSZ-0062 raised after global routing: false
  – Setup TNS: 0 ns
  – Final hold slack: ~1 ns
  – F_max: between 100 and 150 MHz
  – Clock Skew: 0.0142 ns
  – Fin. max-slew vios: 0
  – Max_slew headroom: 37.2%
  – Fin. Hold Viols: 0
  – Setup WS post-layout: around 4.5 ns
  – Worst-Margin Slew: around 0.94 ns
  – Min Tclk post-route: 7.49 ns
  – Cycle use final: ~62%
  – Final setup fails: 0

Global route
  – Vias in the first global route: between 6,000 and 7,000
  – Total grt overflow: 0
  – Global-route wire length before repair: roughly 35,000 um
  – Largest net degree at the start of global routing: 52
  – Antenna violations before repair: 0
  – Gr usage total: approximately a quarter

Floorplanning
  – Die y size: ~130 um
  – Die area: ~17,000 um^2
  – Core Region: roughly 17,000 um^2
  – Floorplan core density: around 41%
  – Num rows: approximately 47
  – Die Wd: roughly 130 um
  – Number of placed I/O pins: about 65

Clock network
  – Clock root cell: clkbuf_16
  – CTS Buffer Depth: 2
  – CTS clk-pin slew, worst paths: roughly 0.060 ns
  – CTS resizes: 0
  – Setup repair bufs after CTS: 0
  – Num CTS Buffers: 9
  – Clock sink total: 57
  – H-tree depth: 3
  – CTS tree: built
  – CTS Hold Bufs: 0
  – Latency at later pin: 0.35 ns

Placement
  – GP Congestion: slightly below 1
  – Pre-CTS WS: between 4 and 5 ns
  – Post-DP HPWL: between 15,000 and 20,000 um
  – Inst Count DP: approximately 1,100
  – Input/output buffers: 64
  – Post-place instance area: about 7300 um^2

Final layout
  – Fraction of layout cells with a size suffix above 1: ~8.6%
  – Area growth syn-to-layout: 13.6%
  – Utilization after layout: 46.3%
  – Finished Cell Area: around 7700 um^2
  – Most frequent logic cell in the layout: nand2_1
  – Final instance count without filler cells: roughly 1,200
  – Filler instances: around 1,600
  – Top cells excl fill/tap: nand2_1, nor2_1, o21ai_0

Min path
  – Worst Hold Depth: 5
  – Hold Path Origin: Y_vec[2]$_DFF_P_
  – Worst Hold End: p_out[31]$_SDFF_PN0_
  – Worst min path class: reg2reg

Worst setup path
  – Max FO, Critical Path: 51
  – Worst reg2reg path depth: 28
  – RR Endpoint: p_out[21]$_SDFF_PN0_
  – CP max-delay cell: or4_1
  – Max incr delay on CP: ~0.60 ns
  – WP data arrival: about 7.7 ns
  – Worst Setup End Kind: flop
  – Worst setup path category: reg2reg
  – Reg-to-Reg Start: Y_vec[15]$_DFF_P_
  – CP required: about 12 ns
  – Setup crit start kind: flop
  – R2R Setup Slk: about 4.5 ns

Routing
  – Vias: 7,283
  – Final WL: between 20,000 and 25,000 um
  – Via density: between 6 and 7
  – DR iter-0 viols: approximately 840
  – DR WL/cell: approximately 19 um
  – Ant. Diodes: 0
  – First-pass iteration count of the detailed router: 5
  – Remaining antenna violation count after routing: 0
  – # DRC: 0

Flow run
  – Log Warnings: 25
  – MaxCap Viol Count: 0
[synthesized netlist by cell type, types with 9 or more instances]
library cell	count
a211oi_1	12
a21o_1	9
a21oi_1	65
a221oi_1	18
a22oi_1	17
a31oi_1	19
and2_1	17
buf_2	10
buf_4	10
clkbuf_1	61
dfxtp_1	57
ha_1	11
inv_1	27
mux2i_1	35
nand2_1	91
nand2b_1	9
nand3_1	24
nand4_1	11
nor2_1	74
nor2b_1	10
nor3_1	16
o2111ai_1	10
o21ai_0	69
o221ai_1	16
o22ai_1	24
or3_1	9
xnor2_1	25
xor2_1	10
[area by class of cell]
cell class                 count  area, um^2  share of cell area (%)
clock buffer                   9         225                    2.94
clock inverter                 7         103                    1.34
inverter                      29         110                    1.44
multi-input combinational    752        5060                    66.2
sequential                    57        1140                    14.9
tap                          220         275                    3.60
timing repair buffer          76         731                    9.55
[per-layer routing]
| metal | share of wire (%) | GRT usage, % | wire length, um | vias up |
|---|---|---|---|---|
| li1 | - | - | - | 3540 |
| met1 | 46 | 39.2 | 10000 | 3392 |
| met2 | 44 | 37.5 | 9580 | 311 |
| met3 | 7.7 | 3.77 | 1660 | 40 |
| met4 | 1.9 | 4.52 | 408 | 0 |
| met5 | 0 | 0 | 0 | - |
[where the power goes]
part / switching, mW / internal, mW
logic: 0.384 / 0.287
clock network: 0.102 / 0.183
registers: 0.0285 / 0.229
[kinds of logic (layout without fill, tap and decap cells)]
group | count (synthesis) | in the layout | share of synthesized area (%)
compound gates | 357 | 357 | 38.1
xor+xnor | 37 | 37 | 5.13
fa+ha+maj | 14 | 14 | 2.69
buf+inv | 120 | 121 | 7.89
flops | 57 | 57 | 16.9
mux | 42 | 42 | 6.82
simple gates | 302 | 302 | 22.4
[worst max-delay path, delay by kind of cell, from the launching register on]
kind	cells	cell delay [ns]
AND-OR/OR-AND	12	2.47
adder cells (fa/ha/maj)	3	0.89
buffers and inverters	2	0.47
flip-flops	1	0.31
multiplexers	3	0.58
AND/OR/NAND/NOR	8	2.66
[sequential cells by signal (all words and copies together), names as in the netlist]
register,cells
X_vec,16
p_out,25
Y_vec,16
[worst max-delay path by stage]
stage                 slack [ns]  cells past startpoint                   end         startpoint
after CTS                   4.62                     26  p_out[21]$_SDFF_PN0_  Y_vec[15]$_DFF_P_
after global routing        3.82                     25  p_out[13]$_SDFF_PN0_  Y_vec[15]$_DFF_P_
final                       4.51                     28  p_out[21]$_SDFF_PN0_  Y_vec[15]$_DFF_P_
Power is estimated from default activity; no workload was simulated.
